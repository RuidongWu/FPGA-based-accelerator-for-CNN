[design/flow/config.mk]
export PLATFORM = sky130hd
export DESIGN_NAME = LUT_RAM
export DESIGN_NICKNAME = LUT_RAM
export VERILOG_FILES = /design/flow/design.v
export SDC_FILE = /design/flow/constraint.sdc
export NUM_CORES = 4
export LEC_CHECK = 1
export CORE_UTILIZATION = 30
export SYNTH_MEMORY_MAX_BITS = 65536
[design/flow/design.v]
`timescale 1ns / 1ps
module LUT_RAM (addr0, ce0, q0, addr1, ce1, d1, q1, we1,  clk);
parameter DWIDTH = 32;
parameter AWIDTH = 9;
parameter MEM_SIZE = 512;
input[AWIDTH-1:0] addr0;
input ce0;
output reg[DWIDTH-1:0] q0;
input[AWIDTH-1:0] addr1;
input ce1;
input[DWIDTH-1:0] d1;
output reg[DWIDTH-1:0] q1;
input we1;
input clk;
(* ram_style = "distributed" *)reg [DWIDTH-1:0] ram[0:MEM_SIZE-1];
always @(posedge clk)  
begin 
    if (ce0) 
    begin
        q0 <= ram[addr0];
    end
end
always @(posedge clk)  
begin 
    if (ce1) 
    begin
        if (we1) 
        begin 
            ram[addr1] <= d1; 
        end
        else
        begin
            q1 <= ram[addr1];
        end
    end
end
endmodule
[design/flow/run.sh]
#!/bin/bash
# OpenROAD 26Q1-2900-gdf79404cd8, Yosys 0.63+post, stock flow scripts
make -C /OpenROAD-flow-scripts/flow DESIGN_CONFIG=/design/flow/config.mk WORK_HOME=/design/flow/orfs finish
[design/flow/constraint.sdc]
current_design LUT_RAM

set clk_period 326.4
set clk_io_pct 0.2

create_clock -name clk0 -period $clk_period [get_ports {clk}]

set non_clock_inputs [all_inputs -no_clocks]
set_input_delay [expr $clk_period * $clk_io_pct] -clock clk0 $non_clock_inputs
set_output_delay [expr $clk_period * $clk_io_pct] -clock clk0 [all_outputs]
==> deck_impl_summary.md <==
Key Metrics from the Run

Setup path
  • Max incr delay on CP: 710 ps
  • CP Launch Type: input pin
  • Required time worst endpoint: 327,630 ps
  • Cells along the critical path: buf_16, buf_4, buf_4, buf_4, buf_12, buf_4, buf_4, buf_4, buf_4, buf_4, buf_4, mux4_2, mux2i_1, o21ai_0, nor2_1, o21ai_0, nor3_1, buf_4, o31ai_1, or3_1
  • Crit path DAT: 74,940 ps
  • Slowest-stage cell, CP: buf_4
  • Largest fanout on the critical path: 57
  • Top cell family by delay on the critical path: buffers and inverters
  • Crit path top cell by count: buf_4
  • Endpoint class of the critical path: flop
  • Buf/Inv on CP: 12
  • Kind of critical path: in2reg

STA
  • Slew margin rel.: -40.7%
  • Final Max Slew Viols: 165
  • Period utilization: roughly 23%
  • Max frequency: 0.0136 GHz
  • Worst Skew: 191 ps
  • Hold Violations, Final: 0
  • Final Setup Violations: 0
  • Final setup margin: 252,690 ps
  • Fin crit period: 73,710 ps
  • RSZ-0062 raised after global routing: no
  • Setup TNS Final: 0 ps
  • Worst-margin pin slew: roughly 2100 ps

Synthesis
  • Top-area cell share: between 60% and 70%
  • Registers, synthesis: about 16,000
  • Post-synth EDFFs: around 16,000
  • Main flop type: edfxtp_1
  • Ys async rst share: 0%
  • Yosys synthesis chip area: 756,000 µm²
  • Synth unique cells: 68
  • Yosys cell count: 34,900
  • Synth top cells by count: edfxtp_1, mux4_2, mux2i_1, clkbuf_1, nand2_1
  • Top cells, area: edfxtp_1, mux4_2, mux2i_1, a22oi_1, clkbuf_1
  • Synthesized cell area: 756,000 µm²
  • Synth Seq Share: 65.3%
  • Synthesized area per cell: 21.7 µm²
  • YS warnings: 1
  • Yosys top cell by area: edfxtp_1
  • Post-Syn Instances: 34,900
  • Top-count cell post-synth: edfxtp_1

Placement
  • Setup Slack @ Placement: 251,660 ps
  • Port Buffers: approximately 120
  • DP Wirelength: 2,430,000 µm
  • GPL Wtd Cong: 1.06
  • Placed cell area: 818,000 µm²

Run
  • Number of max-cap violations: 38
  • Log Warnings: about 49

Global route
  • Pin count of the biggest net entering global routing: 121
  • Overflow after GRT: 0
  • Total Routing Usage GR: 30.3%
  • Vias in the first global route: 491,000
  • Initial antenna violation count: 652
  • Global-route wire length before repair: around 4,700,000 µm

Clock network
  • Clk root buf: clkbuf_16
  • CTS Buffer Depth: 6
  • Total CTS buffers: roughly 1,800
  • Worst-path clk slew: about 60 ps
  • Setup bufs post-CTS: 0
  • Sink Count: 16,400
  • H-tree levels: 7
  • Resized Gates After CTS: 0
  • CTS Hold Buffers Added: 0
  • Clk latency late pin: 1510 ps
  • CTS tree: yes

Final layout
  • P&R area growth vs syn: 16.3%
  • Fillers: 228,000
  • Fraction of layout cells with a size suffix above 1: 41.4%
  • Fin area: just under 900,000 µm²

Floorplan
  • Initial Util: 30.0%
  • Die area: roughly 2,500,000 µm²
  • CORE AREA: ~2,500,000 µm²
  • I/O pin total: 118
  • Die X: 1590 µm
  • Num rows: just under 600
  • Die Span Y: 1590 µm

Outcome
  • Violated checks: max-capacitance violations, max-slew violations
  • Status: finished, violations left

Worst hold path
  • Worst hold path class: reg2reg

Power
  • Worst vdd ir: roughly 5.5 µV
  • P_leak: 269 nW
  • Cell Pwr Density: 5.51 nW/µm²

Drt
  • Vias/cell: 6.12
  • Routed Antenna Nets: 0
  • Final WL: 3,600,000 µm
  • DR DRC count: 0
  • Via count: 452,000
  • Router iterations before antenna repair: 7
  • Detailed Route Iter0 Violations: about 41,000
  • WL/cell: 48.7 µm
-- final cells by class --
| class | instances | area [µm²] | share of cell area [%] |
|---|---|---|---|
| Clock buffer | 2169 | 47500 | 5.40 |
| Tap cell | 33300 | 41700 | 4.74 |
| Inverter | 12 | 114 | 0.0129 |
| Clock inverter | 1094 | 9460 | 1.08 |
| Multi-Input combinational cell | 15500 | 254000 | 28.9 |
| Antenna cell | 1680 | 4200 | 0.478 |
| Sequential cell | 16400 | 494000 | 56.1 |
| Timing Repair Buffer | 3552 | 28600 | 3.25 |
-- metal layers --
metal / vias to the layer above / track usage [%] / wire length [µm]
met3: 11400 / 33.4 / 883000
li1: 163000 / - / -
met1: 227000 / 22.5 / 820000
met2: 50000 / 38.0 / 1430000
met5: - / 22.7 / 59900
met4: 1029 / 24.8 / 397000
-- cell usage in the layout (no fill, tap or decap), types with 36 or more instances in the layout --
| cell | synthesis | final |
|---|---|---|
| mux2i_1 | 1392 | 1358 |
| nand2_2 | 0 | 48 |
| nor3_1 | 117 | 74 |
| clkinv_1 | 3 | 436 |
| clkdlybuf4s50_1 | 0 | 66 |
| nor4_1 | 76 | 36 |
| a211oi_1 | 55 | 44 |
| nor2_4 | 0 | 545 |
| buf_8 | 0 | 45 |
| o22a_1 | 43 | 43 |
| o211ai_1 | 38 | 38 |
| nand3_1 | 271 | 265 |
| a32oi_1 | 128 | 126 |
| o221ai_1 | 160 | 157 |
| bufinv_16 | 0 | 159 |
| nand2_1 | 922 | 852 |
| clkinvlp_4 | 0 | 60 |
| clkbuf_16 | 0 | 1849 |
| buf_4 | 482 | 3315 |
| and2_1 | 48 | 44 |
| o21ai_0 | 217 | 168 |
| diode_2 | 0 | 1680 |
| a31oi_1 | 108 | 100 |
| nor2_1 | 805 | 234 |
| nor3_2 | 0 | 39 |
| clkinv_2 | 0 | 374 |
| clkbuf_1 | 1235 | 320 |
| a311oi_1 | 43 | 38 |
| edfxtp_1 | 16400 | 16400 |
| a22o_1 | 92 | 92 |
| nand4_1 | 68 | 68 |
| buf_12 | 0 | 70 |
| mux4_2 | 9087 | 9087 |
| o22ai_1 | 327 | 310 |
| a22oi_1 | 620 | 617 |
| a21oi_1 | 379 | 350 |
| o32ai_1 | 47 | 41 |
| a221oi_1 | 138 | 126 |
-- cells by family after synthesis --
| group | count (synthesis) | synth area share (%) |
|---|---|---|
| compound gates | 2583 | 2.43 |
| buf+inv | 2871 | 1.90 |
| flops | 16400 | 65.3 |
| mux | 10500 | 29.0 |
| simple gates | 2443 | 1.39 |
-- flip-flops by register name, summed over array words and instances (netlist names) --
register and count:
ram 16384, q0 32, q1 32
-- stage by stage --
step	util (%)	power, mW	hold WS (ps)	instances
after floorplan	-	2.58	777	34900
after global placement	32.5	2.83	1130	68800
after detailed placement	32.5	2.84	1150	68900
after CTS	34.8	4.82	1160	72200
after global routing	34.9	4.91	1230	73400
final	35.0	4.84	1180	73800
-- path summary, 6_finish.rpt --
kind	from	endpoint	slack, ps	cells past startpoint
worst max-delay path	addr1[1]	q1[2]$_DFFE_PP_	252690	20
worst min register to register	ram[328][31]$_DFFE_PP_	q1[31]$_DFFE_PP_	1180	5
worst min-delay path	ram[328][31]$_DFFE_PP_	q1[31]$_DFFE_PP_	1180	5
worst max register to register	ram[405][7]$_DFFE_PP_	q1[7]$_DFFE_PP_	320640	7
-- worst register-to-register path: stages, from the launching register on --
cell,delay (ps)
edfxtp_1,390
mux4_2,470
mux4_2,710
a32oi_1,1080
nand4_1,820
nor2_2,1460
buf_4,410
o211ai_1,110
-- power breakdown --
part | leakage [nW] | internal, mW | switching [mW]
registers | 148 | 2.33 | 0.00657
clock network | 27.9 | 1.15 | 0.868
logic | 93.3 | 0.154 | 0.335
No activity file was given, so power comes from the tool's default toggle rates.
