--- design/flow/design.v ---
`timescale 1ns / 1ps
module Block_RAM (
addr0,
ce0,
q0,
addr1,
ce1,
d1,
q1,
we1,
clk
);
parameter DWIDTH = 32;
parameter AWIDTH = 9;
parameter MEM_SIZE = 512;
input[AWIDTH-1:0] addr0;
input ce0;
output reg[DWIDTH-1:0] q0;
input[AWIDTH-1:0] addr1;
input ce1;
input[DWIDTH-1:0] d1;
output reg[DWIDTH-1:0] q1;
input we1;
input clk;
(* ram_style = "block" *)reg [DWIDTH-1:0] ram[0:MEM_SIZE-1];
always @(posedge clk)  
begin 
    if (ce0) 
    begin
        q0 <= ram[addr0];
    end
end
always @(posedge clk)  
begin 
    if (ce1) 
    begin
        if (we1) 
        begin 
            ram[addr1] <= d1; 
        end
        else
        begin
            q1 <= ram[addr1];
        end
    end
end
endmodule
--- design/flow/run.sh ---
#!/bin/bash
# OpenROAD 26Q1-2900-gdf79404cd8, Yosys 0.63+post, stock flow scripts
make -C /OpenROAD-flow-scripts/flow DESIGN_CONFIG=/design/flow/config.mk WORK_HOME=/design/flow/orfs finish
--- design/flow/config.mk ---
export PLATFORM = sky130hd
export DESIGN_NAME = Block_RAM
export DESIGN_NICKNAME = Block_RAM
export VERILOG_FILES = /design/flow/design.v
export SDC_FILE = /design/flow/constraint.sdc
export NUM_CORES = 4
export LEC_CHECK = 1
export CORE_UTILIZATION = 40
export SYNTH_MEMORY_MAX_BITS = 65536
--- design/flow/constraint.sdc ---
current_design Block_RAM

set clk_period 195.8
set clk_io_pct 0.2

create_clock -name clk0 -period $clk_period [get_ports {clk}]

set non_clock_inputs [all_inputs -no_clocks]
set_input_delay [expr $clk_period * $clk_io_pct] -clock clk0 $non_clock_inputs
set_output_delay [expr $clk_period * $clk_io_pct] -clock clk0 [all_outputs]
==> results.py <==
# Generated from Yosys and OpenROAD reports
metrics = {
    "worst_setup_path": {
        "cp.arrival_ns": 48.96,
        "path_class": "input pin to flop",
        "start_kind": "input pin",
        "endpoint_kind": "flop",
        "cp_max_fo": 58,
        "cp.required_ns": 196.98,
    },
    "final_timing": {
        "slew_viol_final": 141,
        "tightest_slew_ns": 1.87,
        "finalSetupTns_ns": 0,
        "slew_headroom_pct": -24.9,
        "finalClockSkew_ns": 0.202,
        "fin_crit_sh_pct": 24.4,
        "rsz0062_at_grt": "false",
        "period_minus_slack_ns": 47.78,
        "finalHoldViolCount": 0,
        "fmax_mhz": 20.9,
        "hold_slack_ns": 1.24,
        "setup_viol": 0,
    },
    "floorplanning": {
        "fp_util_pct": 40.1,
        "core_region_area_um2": 1880000,
        "fp.dieH_um": 1380,
        "num_io_pins": 118,
        "dieArea_um2": 1900000,
        "dieWidth_um": 1380,
        "placementRows": 504,
    },
    "clock_network": {
        "cts_tree": "built",
        "clock_sinks": 16400,
        "cts-htree-levels": 7,
        "cts_root_buf": "clkbuf_16",
        "cts_made_buffers": 1808,
        "clk_pin_slew_worst_paths_ns": 0.06,
        "clk_latency_ns": 1.54,
        "clock_path_buffers": 6,
        "post_cts_resized": 0,
        "post_cts_buffers": 0,
        "hold_buffers": 0,
    },
    "yosys": {
        "most_common_cell": "edfxtp_1",
        "synth_stat.cells": 34900,
        "edf_count": 16400,
        "yosysUniqueCellTypes": 68,
        "yosysTopAreaCellShare_pct": 65.3,
        "avgSynthCellArea_um2": 21.7,
        "syn_inst": 34900,
        "yosys_area_um2": 756000,
        "synth_area_leader_cell": "edfxtp_1",
        "yosys-top-cells-count": "edfxtp_1, mux4_2, mux2i_1",
        "postSynthSeqShare_pct": 65.3,
        "ys.flop_type": "edfxtp_1",
        "async_flop_share_pct": 0,
        "topCellsByArea": "edfxtp_1, mux4_2, mux2i_1, a22oi_1, clkbuf_1",
        "netlist_area_um2": 756000,
        "yosys_warnings": 1,
        "synth-seq-cells": 16400,
    },
    "global_routing": {
        "grt_use_total_pct": 42.1,
        "grt_overflow": 0,
        "antenna_found_initial": 671,
        "grt_pass1_vias": 487000,
        "grt_pass1_wl_um": 4680000,
        "grt_max_degree": 111,
    },
    "drt": {
        "via_per_inst": 6.91,
        "ant_nets": 0,
        "first_iter_violations": 40300,
        "first_pass_iters": 9,
        "route.detailed.drc": 0,
        "wire_per_inst_um": 55.1,
        "vias": 453000,
        "routed_wl_um": 3610000,
    },
    "min_path": {
        "min_path_type": "flop to flop",
    },
    "pwr": {
        "peakVddDrop_mv": 0.00935,
        "leakage_nw": 269,
        "p_per_area_nw_per_um2": 9.27,
    },
    "final_layout": {
        "fin_cells": 65500,
        "drive_gt1_share_pct": 41.3,
        "area_growth_pct": 14.8,
    },
    "placed_design": {
        "place_inst": 60600,
        "port_buffers": 117,
        "place.detailed.hpwl_um": 2450000,
        "gp_congestion": 1.08,
    },
    "run": {
        "warning_count": 48,
        "maxCapViolations": 30,
    },
    "outcome": {
        "status": "complete, but fails checks",
        "violations": "capacitance limit, slew limit",
    },
}
==> placed cells by master, fill, tap and decap left out, drive strengths merged, types with 30 or more instances in the layout <==
cell | Yosys | routed
bufinv | 0 | 158
a21oi | 379 | 379
clkinvlp | 0 | 57
o22a | 43 | 43
o21ai | 218 | 218
nand2 | 922 | 922
edfxtp | 16400 | 16400
diode | 0 | 1621
o22ai | 327 | 327
o32ai | 47 | 47
nor4 | 76 | 76
nand3 | 271 | 271
mux4 | 9087 | 9087
mux2i | 1392 | 1392
clkbuf | 1235 | 2171
a221oi | 138 | 138
o221ai | 160 | 160
a32oi | 128 | 128
nor2 | 805 | 805
a22oi | 620 | 620
and2 | 52 | 52
buf | 1624 | 3538
a211o | 30 | 30
o211ai | 38 | 38
clkinv | 3 | 799
a31oi | 108 | 108
nor2b | 35 | 35
a2111oi | 31 | 31
a311oi | 43 | 43
clkdlybuf4s50 | 0 | 66
inv | 9 | 37
a211oi | 55 | 55
nor3 | 117 | 117
mux2 | 34 | 34
nand4 | 68 | 68
a22o | 92 | 92
==> critical path, cell delays in order <==
cell,delay [ns]
buf_16,0.30
buf_4,0.39
buf_12,0.44
buf_4,0.54
buf_4,0.55
buf_4,0.57
buf_4,0.39
buf_4,0.53
buf_4,0.55
buf_4,0.50
buf_4,0.65
mux4_2,0.59
mux2i_1,0.44
buf_4,0.23
nor3_1,0.10
buf_4,0.21
nor4_1,1.33
buf_4,0.29
nand4_1,0.17
nor3_1,0.38
o221ai_2,0.15
==> where the power goes <==
group	internal (mW)	switching [mW]	leakage, nW
Combinational	0.254	0.562	93.5
Sequential	3.88	0.00798	148
Clock	1.90	1.45	27.4
==> sequential cells by signal, indices dropped and copies added, names as in the netlist <==
signal and flops:
ram 16384, q1 32, q0 32
==> cell families (layout without fill, tap and decap cells) <==
logic type,Yosys count,count (layout),synth area share [%]
buffers and inverters,2871,6826,1.90
other,0,1621,0
multiplexers,10500,10500,29.0
AND/OR/NAND/NOR,2443,2443,1.39
flip-flops,16400,16400,65.3
AND-OR/OR-AND,2583,2583,2.43
==> metrics by stage <==
stage	utilization, %	setup slack [ns]	instance area [µm²]	power, mW
3_3_place_gp	42.9	146.86	808000	4.72
6_report	46.1	148.02	868000	8.05
5_1_grt	46.0	147.81	868000	8.16
3_5_place_dp	42.9	146.94	808000	4.72
2_1_floorplan	-	152.59	756000	4.30
4_1_cts	45.9	148.44	864000	8.00
==> worst paths after layout <==
path	start	endpoint	slack, ns	cells after the start
max	addr1[0]	q1[24]$_DFFE_PP_	148.02	21
min	ram[266][29]$_DFFE_PP_	q1[29]$_DFFE_PP_	1.24	5
min reg2reg	ram[266][29]$_DFFE_PP_	q1[29]$_DFFE_PP_	1.24	5
max reg2reg	ram[95][6]$_DFFE_PP_	q1[6]$_DFFE_PP_	190.32	8
==> metal layers <==
metal	GRT usage (%)	vias up	part of all wire, %
met5	31.2	-	1.7
met4	32.5	1086	10
met3	45.6	11200	25
met2	50.4	50900	40
met1	35.0	227000	23
li1	-	163000	-
==> cell type report <==
cell class,instances,area [µm²]
Fill cell,153000,1020000
Antenna cell,1621,4060
Multi-Input combinational cell,15500,254000
Timing Repair Buffer,3604,28700
Inverter,12,114
Clock inverter,1039,9080
Tap cell,25000,31300
Clock buffer,2171,47000
Sequential cell,16400,494000
Power figures rest on the tool's default switching activity, not on a simulated workload.
